<file path="/design/flow/config.mk">
export PLATFORM = sky130hd
export DESIGN_NAME = Deserializer
export DESIGN_NICKNAME = Deserializer
export VERILOG_FILES = /design/flow/design.v
export SDC_FILE = /design/flow/constraint.sdc
export NUM_CORES = 4
export LEC_CHECK = 1
export CORE_UTILIZATION = 30
</file>
<file path="/design/flow/constraint.sdc">
current_design Deserializer

set clk_period 11.6
set clk_io_pct 0.2

create_clock -name clk0 -period $clk_period [get_ports {clock_i}]

set non_clock_inputs [all_inputs -no_clocks]
set_input_delay [expr $clk_period * $clk_io_pct] -clock clk0 $non_clock_inputs
set_output_delay [expr $clk_period * $clk_io_pct] -clock clk0 [all_outputs]
</file>
<file path="/design/flow/design.v">
`timescale 1ns / 1ps
module Deserializer (
    input logic clock_i,  
    input logic enable_i,  
    output logic done_o,  
    output logic [15:0] data_o,  
    output logic pdm_clk_o = 1'b0,  
    input logic pdm_data_i,  
    output logic pdm_lrsel_o = 1'b0  
);
logic [15:0] shift;
integer data_count = 0;
always_ff @ (posedge clock_i)
begin
    if (enable_i) begin
        pdm_clk_o = ~pdm_clk_o;
        if (done_o)
            done_o <= 1'b0;
        shift <= shift << 1;  
        shift[0] <= pdm_data_i;  
        data_count = data_count + 1;
        if (data_count > 15) begin  
             done_o <= 1'b1;
             data_o <= shift;
             data_count = 0;
        end
    end
end
endmodule
</file>
<file path="/design/flow/run.sh">
#!/bin/bash
# OpenROAD 26Q1-2900-gdf79404cd8, Yosys 0.63+post, stock flow scripts
make -C /OpenROAD-flow-scripts/flow DESIGN_CONFIG=/design/flow/config.mk WORK_HOME=/design/flow/orfs finish
</file>
==> out/qor.csv <==
stage,metric,value,unit
synth,ys_warn_count,1,
worst_setup_path,max_stage_delay,660,ps
synth,flop_cell,edfxtp_1,
synth,common_cells,"edfxtp_1 (66), nor2_1 (27), nand3_1 (18), xnor2_1 (18), nand2_1 (12)",
worst_setup_path,cp_max_fo,22,
floorplan,die_h,104.9,um
synth,edf_count,66,
routing,routed-via-count,2119,
cts,post_cts_buffers,0,
cts,worstSkewPairLatency,340,ps
placed_design,gp_congestion,0.9102,
floorplan,fp-utilization,0.3093,
timing,period_used_share,0.3223,
worst_hold_path,hold_path_class,reg -> reg,
cts,cts-resized-gates,0,
synth,avgSynthCellArea,12.47,um^2
synth,synthArstFlopShare,0,
power_and_ir_drop,power.switching,0.0001159,W
global_routing,grt_start_max_net_pins,52,
run,openroad.warnings,27,
cts,clockBufferDepth,2,
cts,htreeDepth,3,
global_routing,antenna_found_initial,0,
placed_design,hpwl,3853,um
worst_setup_path,worstSetupEndpointType,flip-flop,
global_routing,track_usage,0.1175,
worst_setup_path,startpoint_type,flip-flop,
floorplan,die_area,11010,um^2
worst_setup_path,arrival,3710,ps
synth,yosysChipArea,3179,um^2
power_and_ir_drop,pwr-share-comb,0.051,
layout,areaGrowthSynthToFinish,17.59,%
cts,cts_root_buf,clkbuf_8,
routing,wirelength,5870,um
layout,seqCellArea,1982,um^2
power_and_ir_drop,peakVddDrop,73.81,uV
layout,logic_area,1140,um^2
power_and_ir_drop,p_clk_frac,0.401,
cts,clock-sinks,66,
synth,area_leaders,"edfxtp_1 (62%), xnor2_1 (5.0%), nor2_1 (3.2%)",
worst_setup_path,path_cells,and4_1 -> nand4_1 -> nor4_1 -> and3_1 -> xnor2_1 -> buf_4 -> inv_1 -> a41oi_2 -> and2_1,
synth,synth_top_area_share,0.6234,
timing,fmax,267.5,MHz
timing,slew_headroom,0.4550,
synth,ys_cells,255,
global_routing,grt-ovfl-total,0,
synth,synthDistinctLibCells,41,
power_and_ir_drop,power.internal,0.0004112,W
worst_setup_path,cp_slowest_cell,and2_1,
layout,drive_gt1_frac,0.08451,
floorplan,die_w,104.9,um
timing,worst_pin_slew,811.2,ps
run_status,outcome,"complete, no violations",
synth,ys_ff,66,
cts,clkTransAtPathRegs,80,ps
layout,fin_cells,420,
cts,cts_tree,yes,
placed_design,place_inst,404,
synth,synth_top_cell_by_count,edfxtp_1,
floorplan,rows,37,
power_and_ir_drop,leakage,1.201,nW
cts,cts_made_buffers,9,
routing,antenna_left,0,
timing,finalSetupViolCount,0,
routing,drtIter0Drc,198,
power_and_ir_drop,seqPwrFrac,0.549,
synth,syn_inst,255,
synth,syn_area,3179,um^2
routing,routed_via_density,5.045,
cts,hold_buffers,0,
routing,drc,0,
routing,diodes,0,
synth,ys_seq_frac,0.6234,
worst_setup_path,path_class,reg -> reg,
timing,finalMaxSlewViolations,0,
routing,drt-pass1-iter-count,5,
global_routing,grt_pass1_wl,9922,um
power_and_ir_drop,switching_share,0.2199,
timing,finClkSkew,8.673,ps
routing,detail_route.wl_per_cell,13.98,um
layout,nFillCells,1010,
synth,yosysTopAreaCell,edfxtp_1,
timing,rsz0062_at_grt,no,
timing,setup_tns,0,ps
run,maxCapViolCount,0,
timing,fin_crit,3738,ps
worst_setup_path,worstPathRequired,11570,ps
floorplan,num_io_pins,22,
floorplan,core-area,10280,um^2
timing,hold_violations,0,
placed_design,portBuffers,20,
global_routing,grt_pass1_vias,1973,
power_and_ir_drop,cellPowerDensity,141.0,nW/um^2
## power groups by stage
stage | registers [W] | logic, W | clock network (W)
final | 0.000289 | 0.0000268 | 0.000211
after CTS | 0.000289 | 0.0000271 | 0.000217
after global routing | 0.000291 | 0.0000303 | 0.000227
## metrics by stage
stage / util / power (W) / worst slack (ps) / cell area (um^2) / hold WS, ps
4_1_cts: 0.3638 / 0.0005330 / 7840 / 3739 / 436.4
5_1_grt: 0.3638 / 0.0005483 / 7484 / 3739 / 443.8
6_report: 0.3638 / 0.0005271 / 7862 / 3739 / 433.9
2_1_floorplan: - / 0.0003077 / 8470 / 3179 / 400.3
3_3_place_gp: 0.3426 / 0.0003206 / 7593 / 3521 / 409.6
3_5_place_dp: 0.3426 / 0.0003210 / 7532 / 3521 / 419.8
## worst paths after layout
kind                            cells after the start            from  slack, ps          to
worst min-delay path                                0       shift[15]        430  data_o[15]
worst max-delay path                                9  data_count[10]       7860   data_o[4]
worst min register to register                      0       shift[15]        430  data_o[15]
worst max register to register                      9  data_count[10]       7860   data_o[4]
## cell families (layout without fill, tap and decap cells)
group	Yosys count	count (layout)	share of synthesized area
simple gates	120	120	0.2094
flops	66	66	0.6234
xor+xnor	29	29	0.07989
compound gates	22	22	0.05707
buf+inv	14	43	0.01810
fa+ha+maj	2	2	0.007870
other cells	1	1	0.001180
mux	1	1	0.003148
## worst max-delay path: cells and delay by family (launching register included)
family | cells | cell delay [ps]
AOI/OAI and AO/OA | 1 | 360
xor gates and xnor gates | 1 | 110
buffers and inverters | 2 | 490
DFF | 1 | 510
and+or+nand+nor | 5 | 1880
## sequential cells by signal, indices dropped and copies added (netlist names)
name / flops
pdm_clk_o: 1
shift: 16
done_o: 1
data_o: 16
data_count: 32
## routing by layer
metal,part of all wire,up-vias,GRT usage
li1,-,1025,-
met1,0.49,1023,0.2046
met2,0.43,63,0.1656
met3,0.055,8,0.02033
met4,0.021,0,0.01911
met5,0,-,0
## cells in the final DEF, fill, tap and decap left out, drive strengths merged, types with 4 or more instances in the layout
cell type / instances
and3: 10
clkdlybuf4s50: 19
or4: 4
clkbuf: 10
nand2: 12
xnor2: 18
a21oi: 6
xor2: 11
and2: 6
edfxtp: 66
nor3: 11
nor4: 7
and4: 4
nand4: 9
nand3: 18
nor2: 27
inv: 6
## layout make-up
class                           count  share of cell area
Sequential cell                    66              0.5301
Multi-Input combinational cell    175              0.3049
Timing Repair Buffer               22             0.05622
Tap cell                          136             0.04552
Clock buffer                       10             0.03414
Clock inverter                      6             0.02410
Inverter                            5            0.005020
No activity file was given, so power comes from the tool's default toggle rates.
