--- ./design.v ---
`timescale 1ns / 1ps
module Controller (
    input logic clock,
    input logic clock_1mhz,
    input logic reset_button,
    input logic play_button,
    input logic record_button,
    input logic play_track_switch,
    input logic record_track_switch,
    output logic mic_enable,
    output logic speaker_enable,
    output logic [16:0] memory_address,
    output logic memory_write_a,
    output logic memory_write_b,
    output logic memory_ena_a,
    output logic memory_ena_b,
    input logic [15:0] memory_1_out,
    input logic [15:0] memory_2_out,
    output logic [15:0] memory_out,
    input logic deserializer_done,
    input logic serializer_done
);
logic ALWAYS_ENABLE = 1'b1;
typedef enum logic [2:0] {idle = 3'b000, record1 = 3'b001, record2 = 3'b010, play1 = 3'b011, play2 = 3'b100} states;
states STATE = idle;
states NEXT_STATE = idle;
logic [16:0] counting_address = 17'b0;
logic start_timer = 1'b0;
logic timer_finished;
Timer timer_2s (
    .clock(clock),
    .start(start_timer),
    .finished(timer_finished)
);
always_ff @ (posedge clock)
begin
   if (reset_button)
        STATE <= idle;
    else 
        STATE <= NEXT_STATE;
end
logic internal_deserializer_flag;
logic internal_serializer_flag;
always_ff @ (posedge clock)
begin
    if ((STATE  == record1 || STATE == record2) && deserializer_done) begin
        memory_write_a <= 1'b1;
        memory_write_b <= 1'b1;
    end
    else begin
        memory_write_a <= 1'b0;
        memory_write_b <= 1'b0;   
    end  
    if (STATE == idle) begin
        if (play_button) begin
            if (! start_timer) 
                start_timer <= 1'b1;  
            if (play_track_switch == 1'b0)
                NEXT_STATE <= play1;  
            else if (play_track_switch == 1'b1)
                NEXT_STATE <= play2;  
        end 
        else if (record_button) begin
            if (! start_timer) 
                start_timer <= 1'b1;  
            if (record_track_switch == 1'b0)   
                NEXT_STATE <= record1;
            else if (record_track_switch == 1'b1)  
                NEXT_STATE <= record2;
        end else begin   
            counting_address <= 0;
            NEXT_STATE <= idle;
        end
    end 
    else begin
        if (start_timer) 
            start_timer <= #100 1'b0;  
        if (timer_finished)
           NEXT_STATE <= idle;
        else if (STATE == record1)
            NEXT_STATE <= record1;
        else if (STATE == record2)
            NEXT_STATE <= record2;
        else if (STATE == play1) begin
            NEXT_STATE <= play1;
            memory_out <= memory_1_out;
        end
        else if (STATE == play2) begin
            NEXT_STATE <= play2;
            memory_out <= memory_2_out;
        end
        if (deserializer_done) begin
            if (! internal_deserializer_flag) begin  
                counting_address <= counting_address + 1;   
                internal_deserializer_flag <= 1'b1;
            end
        end else
            internal_deserializer_flag <= 1'b0;
        if (serializer_done) begin
            if (! internal_serializer_flag) begin
                counting_address <= counting_address + 1;
                internal_serializer_flag <= 1'b1;
            end
        end else
            internal_serializer_flag <= 1'b0;
    end
end
always_comb
begin
    case (STATE)
        idle: begin
            mic_enable = 1'b0;
            speaker_enable = 1'b0;
            memory_ena_a = 1'b0;
            memory_ena_b = 1'b0;
            memory_address = 17'b0;    
            mic_enable = 1'b0;
            speaker_enable = 1'b0; 
        end
        record1: begin
            memory_ena_a = 1'b1;
            memory_ena_b = 1'b0;         
            memory_address = counting_address;
            mic_enable = 1'b1;
            speaker_enable = 1'b0;
        end
        record2: begin
            memory_ena_a = 1'b0;
            memory_ena_b = 1'b1;   
            memory_address = counting_address;
            mic_enable = 1'b1;
            speaker_enable = 1'b0;
        end
        play1: begin
            memory_ena_a = 1'b1;
            memory_ena_b = 1'b0;   
            memory_address = counting_address;
            mic_enable = 1'b0;
            speaker_enable = 1'b1;
        end
        play2: begin
            memory_ena_a = 1'b0;
            memory_ena_b = 1'b1;   
            memory_address = counting_address;  
            mic_enable = 1'b0;
            speaker_enable = 1'b1;
        end
        default: begin
            mic_enable = 1'b0;
            speaker_enable = 1'b0;
            memory_ena_a = 1'b0;
            memory_ena_b = 1'b0;
            memory_address = 17'b0;    
            mic_enable = 1'b0;
            speaker_enable = 1'b0; 
        end
    endcase
end
endmodule
`timescale 1ns / 1ps
module Timer (
    input logic clock,
    input logic start,
    output logic finished = 1'b0
);
parameter cycles_2_seconds = 200000000;
logic counting = 1'b0;
integer count = 0;
always_ff @ (posedge clock)
begin
    if (start) begin
        finished <= 1'b0;
        counting <= 1'b1;
    end
    if (counting) begin
        count = count + 1;
        if (count >= cycles_2_seconds) begin
            count = 0;
            counting <= 1'b0;
        end
    end 
    else
        finished <= 1'b1;
end
endmodule
--- ./run.sh ---
#!/bin/bash
# OpenROAD 26Q1-2900-gdf79404cd8, Yosys 0.63+post, stock flow scripts
make -C /OpenROAD-flow-scripts/flow DESIGN_CONFIG=/design/flow/config.mk WORK_HOME=/design/flow/orfs finish
--- ./config.mk ---
export PLATFORM = sky130hd
export DESIGN_NAME = Controller
export DESIGN_NICKNAME = Controller
export VERILOG_FILES = /design/flow/design.v
export SDC_FILE = /design/flow/constraint.sdc
export NUM_CORES = 4
export LEC_CHECK = 1
export CORE_UTILIZATION = 30
--- ./constraint.sdc ---
current_design Controller

set clk_period 5.6
set clk_io_pct 0.2

create_clock -name clk0 -period $clk_period [get_ports {clock}]

set non_clock_inputs [all_inputs -no_clocks]
set_input_delay [expr $clk_period * $clk_io_pct] -clock clk0 $non_clock_inputs
set_output_delay [expr $clk_period * $clk_io_pct] -clock clk0 [all_outputs]
==> flow_summary.toml <==
# yosys + openroad results
[run_status]
status = "finished clean"

[sta]
fin_ws_ps = 2260
finClkSkew_ps = 4.05
setup_viol = 0
tightest_slew_ps = 861
min_period_over_period_pct = 59.7
slew_headroom_pct = 42.3
finalHoldViolCount = 0
finalCriticalPeriod_ps = 3340
fin_setup_tns_ps = 0
slew_viol_final = 0
rsz0062_at_grt = "false"
max_freq_mhz = 299
fin_hold_ws_ps = 449

[routing]
num_vias = 3130
drt_iter0_markers = 160
avgViaCountPerCell = 4.79
drt-total-wl_microns = 8560
postRouteAntennaNets = 0
num_antenna_cells = 0
avgRoutedWirePerCell_microns = 13.1
remaining_drc_errors = 0
dr.pass1.iters = 4

[grt]
gr-total-overflow = 0
grt_pass1_wl_microns = 14400
grt_util_all_layers_pct = 12.6
grt_pass1_vias = 3062
antenna_found_initial = 0
grt_start_max_net_pins = 34

[pwr]
ir_drop_mv = 0.186
power_density_nw_per_um2 = 318
leakage_nw = 1.95

[yosys]
yosys_warnings = 2
syn_area_sq_um = 4270
topCellsByArea = "edfxtp_1, xnor2_1, xor2_1"
syn-instance-count = 393
synth-seq-cells = 77
yosysUniqueCellTypes = 50
yosys.area.top_type_share_pct = 49.2
ff_type = "edfxtp_1"
largest_area_cell = "edfxtp_1"
yosysSeqAreaShare_pct = 52.5
ys_cells = 393
edf_count = 70
ys_area_sq_um = 4270
syn_avg_cell_area_sq_um = 10.9
async_flop_share_pct = 0

[worst_setup_path]
crit_required_ps = 4480
startpoint_type = "flop"
cp.arrival_ps = 2220
critPathMaxFanout = 17
crit_type = "reg2out"
end_kind = "primary output"

[clocking]
ctsLongestPathBuffers = 2
cts.repair.resized = 0
cts_tree = "yes"
cts_sinks = 77
numCtsBuffers = 9
cts_hold_buffers = 0
clock_latency_ps = 330
postCtsSetupBuffers = 0
root_buffer = "clkbuf_16"
clkTransAtPathRegs_ps = 60
h-tree-depth = 3

[flow_run]
maxCapViolCount = 0
warnings = 26

[placement]
hpwl_microns = 5840
port_buffers = 78
dp_worst_setup_slack_ps = 2170
place_congestion = 0.844
dp.cells = 638

[die]
die-width_microns = 121
die_h_microns = 121
fp_util_pct = 30.8
row_count = 43
die-area_sq_um = 14700
core_area_sq_um = 13900
ios = 80

[hold_path]
hp-class = "reg2reg"

[final_layout]
lay_top_cells = "clkdlybuf4s50_1, edfxtp_1, nor2_1"
fillCellCount = 1351
final-comb-area_sq_um = 1890
drive_gt1_share_pct = 9.70
area.sequential_sq_um = 2240
area_delta_synth_final_pct = 28.8
layout_top_cell = "clkdlybuf4s50_1"
final_cells = 654
[registers in the layout (all words and copies together), names as in the netlist]
name / count
internal_deserializer_flag: 1
NEXT_STATE: 3
timer_2s.count: 32
memory_write_b: 1
memory_out: 16
counting_address: 17
timer_2s.finished: 1
internal_serializer_flag: 1
STATE: 3
start_timer: 1
timer_2s.counting: 1
[layout make-up]
class / instances / area share (%)
Sequential cell: 77 / 40.8
Multi-Input combinational cell: 284 / 34.3
Timing Repair Buffer: 84 / 15.0
Clock buffer: 9 / 4.10
Tap cell: 180 / 4.10
Inverter: 13 / 0.888
Clock inverter: 7 / 0.774
[cells by family (layout without fill, tap and decap cells)]
| group | count (synthesis) | count (layout) | share of synthesized area, % |
|---|---|---|---|
| simple gates | 159 | 159 | 20.2 |
| flops | 77 | 77 | 52.5 |
| compound gates | 57 | 57 | 8.59 |
| xor+xnor | 49 | 49 | 10.1 |
| buf+inv | 32 | 113 | 3.58 |
| mux | 17 | 17 | 4.45 |
| fa+ha+maj | 2 | 2 | 0.586 |
[synthesized netlist by cell type, types with 2 or more instances]
| master | count |
|---|---|
| edfxtp_1 | 70 |
| nor2_1 | 36 |
| a21oi_1 | 31 |
| xnor2_1 | 25 |
| xor2_1 | 24 |
| nand2_1 | 23 |
| nand3_1 | 23 |
| and2_1 | 21 |
| mux2_2 | 16 |
| and3_1 | 13 |
| inv_1 | 13 |
| nand4_1 | 13 |
| clkbuf_1 | 11 |
| dfxtp_1 | 7 |
| nor2b_1 | 5 |
| nor4_1 | 5 |
| o21ai_0 | 5 |
| nor3_1 | 4 |
| a21boi_0 | 3 |
| and4_1 | 3 |
| buf_6 | 3 |
| nand2b_1 | 3 |
| or3_1 | 3 |
| a22oi_1 | 2 |
| a311o_1 | 2 |
| buf_2 | 2 |
| buf_4 | 2 |
| ha_1 | 2 |
| o22ai_1 | 2 |
[metrics by stage]
step	total power, mW	cell area, sq um	util [%]
finish	1.75	5500	39.6
global route	1.85	5500	39.6
detailed placement	1.23	5230	37.7
global placement	1.23	5230	37.7
floorplan	1.00	4270	-
CTS	1.77	5500	39.6
[critical path, cell delays in order, from the launching register on]
cell and delay [ps]:
dfxtp_1 450, nor2b_1 310, a22oi_1 180, o21ai_0 110, buf_4 210, and2_1 160
clkdlybuf4s50_1 460
[power by group]
| part | switching [mW] | internal [mW] | leakage [nW] |
|---|---|---|---|
| clock network | 0.231 | 0.296 | 0.127 |
| logic | 0.152 | 0.240 | 1.00 |
| registers | 0.0755 | 0.754 | 0.814 |
[path summary, 6_finish.rpt]
kind | startpoint | depth (start not counted) | slack [ps] | end
max | STATE[0] | 6 | 2260 | memory_address[6]
min | NEXT_STATE[1] | 1 | 450 | STATE[1]
max reg2reg | timer_2s.count[0] | 8 | 2340 | timer_2s.count[13]
min reg2reg | NEXT_STATE[1] | 1 | 450 | STATE[1]
[layer usage]
metal  GRT usage, %  share of wire [%]
met5              0                  0
met4           1.47                1.2
met3           3.98                6.9
met2           18.1                 43
met1           20.0                 49
Power figures rest on the tool's default switching activity, not on a simulated workload.
