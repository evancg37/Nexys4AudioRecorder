$ cat design/flow/config.mk
export PLATFORM = sky130hd
export DESIGN_NAME = Serializer
export DESIGN_NICKNAME = Serializer
export VERILOG_FILES = /design/flow/design.v
export SDC_FILE = /design/flow/constraint.sdc
export NUM_CORES = 4
export LEC_CHECK = 1
export CORE_UTILIZATION = 40
$ cat design/flow/design.v
`timescale 1ns / 1ps
module Serializer (
    input logic clock_i,
    input logic enable_i,
    output logic done_o,  
    input logic [15:0] Data_i,  
    output logic pwm_audio_o,  
    output logic pwm_sdaudio_o = 1'b1,  
    output logic voice_indicator
);
parameter THRESHOLD = 56;
integer data_clock = 0;
logic [15:0] shift;
integer clock_count = 0;
integer pwm_high_count = 0;
integer pwm_clock_count = 0;
always_ff @ (posedge clock_i) begin
    if (enable_i) begin  
        pwm_clock_count = pwm_clock_count + 1;
        if (pwm_audio_o)
            pwm_high_count = pwm_high_count + 1;
        if (pwm_clock_count > 100) begin
            if (pwm_high_count >= THRESHOLD)
                voice_indicator <= 1'b1;
            else
                voice_indicator <= 1'b0;
            pwm_high_count = 0;
            pwm_clock_count = 0;
        end
    end
    else
        voice_indicator <= 1'b0;
end
initial
    pwm_sdaudio_o = 1'b1;
always_ff @ (posedge clock_i)
begin
    if (enable_i) begin
        if (done_o)
            done_o <= 1'b0;
        shift = shift >> 1;
        pwm_audio_o <= shift[0];
        shift[15] = Data_i[data_clock];       
        data_clock = data_clock + 1;  
        if (data_clock > 15)  
            done_o <= 1'b1;
    end
end
endmodule
$ cat design/flow/run.sh
#!/bin/bash
# OpenROAD 26Q1-2900-gdf79404cd8, Yosys 0.63+post, stock flow scripts
make -C /OpenROAD-flow-scripts/flow DESIGN_CONFIG=/design/flow/config.mk WORK_HOME=/design/flow/orfs finish
$ cat design/flow/constraint.sdc
current_design Serializer

set clk_period 11.8
set clk_io_pct 0.2

create_clock -name clk0 -period $clk_period [get_ports {clock_i}]

set non_clock_inputs [all_inputs -no_clocks]
set_input_delay [expr $clk_period * $clk_io_pct] -clock clk0 $non_clock_inputs
set_output_delay [expr $clk_period * $clk_io_pct] -clock clk0 [all_outputs]
==> metrics.cfg <==
[status]
status = finished clean

[clocking]
cts-resized-gates = 0
cts_hold_buf = 0
h-tree-depth = 4
cts_sinks = 114
cts_buffers = 17
clkTransAtPathRegs_ps = 50
post-cts-setup-buffers = 0
clockBufferDepth = 2
clk_latency_ps = 410
cts_root_buf = clkbuf_16
cts_tree = done

[detailed_routing]
diodes = 0
drc = 0
avgViaCountPerCell = 5.32
route.antenna.remaining_nets = 0
drt_iter0_drc = 307
dr.pass1.iters = 5
vias = 4583
routed_wl_mm = 12.0
wl_per_cell_um = 14.0

[power]
leakagePower_nw = 2.53
p_per_area_mw_per_mm2 = 139
vdd_drop_max_mv = 0.112
power_mw = 1.06

[synthesis]
yosysTopAreaCell = edfxtp_1
ys_area_mm2 = 0.00671
async_flop_share = 0
ys_seq_frac = 0.508
yosys_warnings = 1
area_leaders = edfxtp_1 (51%), xnor2_1 (7.4%), xor2_1 (5.2%)
netlist_area_mm2 = 0.00671
ys_dominant_reg_cell = edfxtp_1
top_area_frac = 0.505
synth-edff-count = 113
syn_area_per_cell_um2 = 10.9
synthCells = 617
ys_cells = 617
yosysUniqueCellTypes = 64
ys_ff = 114

[setup_path]
required_ps = 12140
critPathCaptureType = flip-flop
critical_path_class = input port to flip-flop
worstPathArrival_ps = 4240
cp-start-kind = input port
crit_fanout = 42

[final_layout]
syn2layout_area_growth_pct = 13.5
fillers = 1405
lay_top_count = edfxtp_1
drive_above_1_share = 0.0930
final_cell_mix = edfxtp_1 (113), nor2_1 (76), xnor2_1 (57)
post-route-util = 0.473
stdcell_area_mm2 = 0.00762

[grt]
grt_max_degree = 58
grt_use_total = 0.154
grt_pass1_vias = 4456
antenna_found_initial = 0
gr-total-overflow = 0
grt_pass1_wl_mm = 21.1

[place]
place.gp.congestion = 0.850
dpl_cell_area_mm2 = 0.00707
dp_hpwl_mm = 7.84
port_buffers = 20

[min_path]
hold_class = flip-flop to flip-flop

[final_timing]
max_freq_mhz = 256
fin_tns_setup_ps = 0
finalMaxSlewViolations = 0
period_used_share = 0.331
hold_violations = 0
setup_viol = 0
worst_pin_slew_ps = 873
finalClockSkew_ps = 9.81
fin_crit_ps = 3910
rsz0062_at_grt = false
maxSlewHeadroom = 0.413
timing.hold.ws_ps = 413

[run]
warnings = 27
maxCapViolCount = 0

[die]
core_area_mm2 = 0.0161
pin_count = 22
chip_area_mm2 = 0.0173
floorplan.core_util = 0.417
rows = 46
die_y_um = 132
dieWidth_um = 132

-- report_power, final --
group	internal, mW	switching [mW]	total, mW
clock	0.304	0.174	0.478
sequential	0.476	0.0293	0.506
combinational	0.0370	0.0376	0.0745
-- critical path: stages --
cell and delay [ps]:
buf_4 390, buf_4 550, buf_4 550, o311ai_1 180, mux2i_1 160
-- layer usage --
metal  wire (µm)  up-vias  track usage
li1            -     2305            -
met1        6120     2175        0.266
met2        5200       96        0.216
met3         560        7       0.0350
met4         154        0       0.0207
met5           0        -            0
-- sequential cells by signal, summed over array words and instances (netlist names) --
register and flops:
pwm_clock_count 32, voice_indicator 1, pwm_high_count 32, shift 16, data_clock 32, done_o 1
-- through the flow --
stage	worst slack [ps]	std cells
finish	7890	861
global placement	7460	831
detailed placement	7410	831
floorplan	8160	617
CTS	7850	861
global route	7710	861
-- worst paths after layout --
check	end	start	slack [ps]	cells after the start
max	voice_indicator	enable_i	7890	5
min	shift[13]	shift[14]	410	0
max reg2reg	pwm_high_count[0]	pwm_clock_count[11]	8020	9
min reg2reg	shift[13]	shift[14]	410	0
-- cell usage after synthesis, drive strengths merged (2+ instances only) --
| library cell | count |
|---|---|
| nand3 | 37 |
| a31oi | 5 |
| a21o | 2 |
| xor2 | 40 |
| o22ai | 3 |
| and2 | 8 |
| or3 | 6 |
| mux4 | 5 |
| o21ai | 8 |
| nand2b | 5 |
| mux2i | 5 |
| and4 | 12 |
| nor2b | 6 |
| nor3b | 6 |
| inv | 12 |
| a2111o | 2 |
| nand4 | 21 |
| nor4 | 12 |
| a21oi | 12 |
| or4 | 5 |
| nand2 | 53 |
| nor3 | 13 |
| buf | 16 |
| a32oi | 2 |
| or2 | 2 |
| o31ai | 2 |
| o211ai | 2 |
| a211oi | 3 |
| nor2 | 87 |
| xnor2 | 57 |
| ha | 4 |
| mux2 | 3 |
| edfxtp | 113 |
| clkbuf | 9 |
| and3 | 23 |
-- final cells by class --
class	count	area, µm²	share of cell area
flip-flops and latches	114	3410	0.448
multi-input cells	466	3120	0.410
clock buffers	18	429	0.0563
well taps	216	270	0.0355
repair buffers	23	220	0.0289
clock inverters	12	118	0.0154
inverters	12	45.0	0.00591
-- kinds of logic (layout without fill, tap and decap cells) --
logic type / after synthesis / in the layout / share of synthesized area
and+or+nand+nor: 297 / 297 / 0.243
muxes: 13 / 13 / 0.0298
DFF: 114 / 114 / 0.508
xor gates and xnor gates: 97 / 97 / 0.127
buffers and inverters: 37 / 65 / 0.0289
other: 1 / 1 / 0.000559
adders and majority gates: 4 / 4 / 0.00745
AOI/OAI and AO/OA: 54 / 54 / 0.0554
